==> design/flow/design.v <==
`timescale 1ns / 1ps
module alu
(
    input  logic [2:0]  opcode,
    input  logic [3:0]  operand1,
    input  logic [3:0]  operand2,
    output logic        carry_flag,
    output logic        zero_flag,
    output logic [3:0]  result
);
always_comb
    begin
        carry_flag=0;
        case(opcode)
            3'b000: result=0;
            3'b001: result=operand1;
            3'b010: result=~operand1;
            3'b011: {carry_flag,result}=operand2+operand1;
            3'b100: {carry_flag,result}=operand2-operand1;
            3'b101: result=operand2 & operand1;
            3'b110: result=operand2 | operand1;
            3'b111: result=operand2 ^ operand1;
        endcase
        if(result==0)   zero_flag=1;
        else            zero_flag=0;
    end
endmodule
`timescale 1ns / 1ps
module counter
#(
    parameter SIZE=32
)
(
    input  logic            clock,
    input  logic            rst_n,
    input  logic            en,
    output logic [SIZE-1:0] out
);
always_ff @(posedge clock or negedge rst_n)
    begin
        if(rst_n==0)        out<=0;
        else if(en==1)      out<=out+1;
    end
endmodule
`timescale 1ns / 1ps
module ram
(
    input  logic        clock,
    input  logic        w_en,
    input  logic [3:0]  raddr1,
    input  logic [3:0]  raddr2,
    input  logic [3:0]  waddr,
    input  logic [3:0]  wdata,
    output logic [3:0]  rdata1,
    output logic [3:0]  rdata2
);
logic [3:0] memory[0:15];
always_ff @(posedge clock)
    begin
        if(w_en==1) memory[waddr] <= wdata;
    end
assign rdata1=memory[raddr1];
assign rdata2=memory[raddr2];
endmodule
`timescale 1ns / 1ps
module register_2b
(
    input  logic        clock,
    input  logic [1:0]  in,
    input  logic        rst_n,
    output logic [1:0]  out
);
always_ff @(posedge clock)
    begin
        if(rst_n==0)    out<=0;
        else            out<=in;
    end
endmodule
`timescale 1ns / 1ps
module rom
(
    input  logic [2:0]  addr,
    output logic [15:0] out
);
always_comb
    begin
        case(addr)
            0: out=16'h9005;
            1: out=16'h910A;
            2: out=16'h5201;
            3: out=16'h3301;
            4: out=16'h4401;
            5: out=16'h1703;
            6: out=16'h1804;
            7: out=16'h7F78;
            default: out=0;
        endcase
    end
endmodule
`timescale 1ns / 1ps
module top
(
    input  logic        sel_fpga,
    input  logic        clock,
    input  logic        en_fpga,
    input  logic        rst_n,
    output logic [2:0]  pc,
    output logic [1:0]  flags,
    output logic [3:0]  result
);
logic [31:0]    counter_32b_out;
logic [2:0]     counter_3b_out;
logic [15:0]    rom_out;
logic [3:0]     alu_out;
logic [3:0]     ram_out1;
logic [3:0]     ram_out2;
logic           carry_flag_out;
logic           zero_flag_out;
counter
#(
    .SIZE(32)
) counter_32b
(
    .clock(clock),
    .rst_n(rst_n),
    .en   (en_fpga),
    .out  (counter_32b_out)
);
counter
#(
    .SIZE(3)
) counter_3b
(
    .clock((sel_fpga==0)?clock:counter_32b_out[26]),
    .rst_n(rst_n),
    .en   (1),
    .out  (counter_3b_out)
);
assign pc=counter_3b_out;
rom rom_1
(
    .addr(counter_3b_out),
    .out (rom_out)
);
ram ram_1
(
    .clock ((sel_fpga==0)?clock:counter_32b_out[26]),
    .w_en  (|rom_out[15:12]),
    .raddr1(rom_out[3:0]),
    .raddr2(rom_out[7:4]),
    .waddr (rom_out[11:8]),
    .wdata (alu_out),
    .rdata1(ram_out1),
    .rdata2(ram_out2)
);
alu alu_1
(
    .opcode    (rom_out[14:12]),
    .operand1  ((rom_out[15]==0)?ram_out1:rom_out[3:0]),
    .operand2  (ram_out2),
    .carry_flag(carry_flag_out),
    .zero_flag (zero_flag_out),
    .result    (alu_out)
);
register_2b register_2b_1
(
    .clock((sel_fpga==0)?clock:counter_32b_out[26]),
    .in   ({carry_flag_out,zero_flag_out}),
    .rst_n(rst_n),
    .out  (flags) 
); 
assign result=alu_out;
endmodule
==> design/flow/run.sh <==
#!/bin/bash
# OpenROAD 26Q1-2900-gdf79404cd8, Yosys 0.63+post, stock flow scripts
make -C /OpenROAD-flow-scripts/flow DESIGN_CONFIG=/design/flow/config.mk WORK_HOME=/design/flow/orfs finish
==> design/flow/config.mk <==
export PLATFORM = sky130hd
export DESIGN_NAME = top
export DESIGN_NICKNAME = top
export VERILOG_FILES = /design/flow/design.v
export SDC_FILE = /design/flow/constraint.sdc
export NUM_CORES = 4
export LEC_CHECK = 1
export CORE_UTILIZATION = 30
==> design/flow/constraint.sdc <==
current_design top

set clk_period 6.8
set clk_io_pct 0.2

create_clock -name clk0 -period $clk_period [get_ports {clock}]

set non_clock_inputs [all_inputs -no_clocks]
set_input_delay [expr $clk_period * $clk_io_pct] -clock clk0 $non_clock_inputs
set_output_delay [expr $clk_period * $clk_io_pct] -clock clk0 [all_outputs]
==> job_summary.md <==
## Synthesis and layout report

| Metric | Value |
|---|---|
| Data required, critical path | 5440 ps |
| Crit-path cells | ha_2 -> mux2i_4 -> mux2_2 -> mux4_2 -> o211ai_2 -> inv_1 -> ha_1 -> inv_1 -> ha_1 -> nor2_1 -> xor2_1 -> a221oi_1 -> o21ai_0 -> a211o_2 -> clkdlybuf4s50_1 |
| Worst-margin pin slew | approximately 920 ps |
| Max-Cap Viols | 0 |
| Hold Fails Final Rpt | 0 |
| First-iteration detailed-routing DRC count | roughly 140 |
| FP Util | between 30% and 40% |
| Via count | 3169 |
| DRT Pass-1 Iters | 4 |
| Total GRT Usage | about an eighth |
| Final min period | about 6500 ps |
| Critical path class | reg2out |
| Skew final | between 9 and 10 ps |
| PortBufs | 12 |
| Area leader share | between 30% and 40% |
| Synth Flop Type | edfxtp_1 |
| CP Capture Type | output pin |
| Design area | slightly below 6000 µm² |
| RSZ-0062 raised after global routing | false |
| Slowest library cell on the worst path | dfrtp_2 |
| Largest net degree at the start of global routing | 33 |
| WP data arrival | around 5000 ps |
| Layout cells sized above 1 | 16.7% |
| Final setup viols | 0 |
| DP HPWL | just under 7 mm |
| Rows | approximately 46 |
| Die Size | about 17000 µm² |
| Slowest stage delay, CP | between 400 and 500 ps |
| Cell type with the largest total area | edfxtp_1 |
| Synthesized area | around 4800 µm² |
| Setup TNS | 0 ps |
| Crit share post-route | a little over nine tenths |
| Worst Path Max Fanout | 11 |
| Die Wd | between 100 and 150 µm |
| Flip-flops with a built-in enable | about 64 |
| RePlAce Congestion | between 0.8 and 0.9 |
| Ports | 13 |
| Power, Total | about 1.0 mW |
| Fin. max-slew vios | 0 |
| Cells after Synth | about 380 |
| Hold WS | about 460 ps |
| OpenROAD warning count | 37 |
| Placed inst area | 5320 µm² |
| Yosys Chip Area | slightly below 5000 µm² |
| DRC viols | 0 |
| Fill count | 1480 |
| Hold Buf Count CTS | 0 |
| Fraction of registers with async set/reset | between 30% and 40% |
| Ys Warns | 7 |
| Seq share, synth | a little under three fifths |
| Number of global-route vias before repair | between 3k and 4k |
| Top cells by area | edfxtp_1, dfrtp_1, ha_1, xnor2_1, mux2i_1 |
| WL final | between 10 and 15 mm |
| Via-per-instance ratio | between 4 and 5 |
| First-pass GRT wire length | ~16 mm |
| Clock latency on the worst-skew pair | 720 ps |
| Mean Syn Cell Area | around 13 µm² |
| Status | completed |
| Antenna cells | 0 |
| Maximum VDD drop | roughly 110 µV |
| Chip Height | 129 µm |
| GRT Residual Overflow | 0 |
| Worst rel slew slack | about 38% |
| P per Cell Area | between 150 and 200 nW/µm² |
| Worst Hold Class | reg2reg |
| TritonCTS clock tree | done |
| Routed len/inst | 15.1 µm |
| Core area | around 16000 µm² |
| Pleak | between 2 and 2.5 nW |
| Fmax | between 150 and 200 MHz |
| P&R area growth vs syn | 22.3% |
| Post-route ant nets | 0 |
| Cells in synth_stat.txt | around 380 |
| Startpoint Class | flip-flop |
| Initial antenna violation count | 0 |
| Yosys cell types | between 60 and 70 |
| #FFs+latches synth | roughly 96 |
| Worst-path clk slew | 60 ps |
path summary, 6_finish.rpt:
| path | startpoint | to | slack (ps) | depth (start not counted) |
|---|---|---|---|---|
| setup / recovery | counter_3b.out[0] | result[2] | 330 | 15 |
| hold / removal | counter_32b.out[24] | counter_32b.out[24] | 460 | 1 |
| setup reg to reg | counter_3b.out[0] | register_2b_1.out[0] | 2190 | 16 |
| hold reg to reg | counter_32b.out[24] | counter_32b.out[24] | 460 | 1 |
| max in group asynchronous | rst_n | counter_3b.out[0] | 5420 | 2 |
| min in group asynchronous | rst_n | counter_3b.out[1] | 1060 | 2 |
timing repair:
action	4_1_cts	5_1_grt
setup endpoints to repair	0	2
buffers inserted	0	9
gates resized	0	6
logic make-up after synthesis:
kind of cell | count (synthesis) | share of synthesized area (%)
AND/OR/NAND/NOR | 117 | 12.2
flip-flops | 96 | 56.0
AND-OR/OR-AND | 49 | 7.69
multiplexers | 35 | 9.63
buffers and inverters | 32 | 3.05
XOR/XNOR | 30 | 5.42
adder cells (fa/ha/maj) | 23 | 5.94
other | 1 | 0.0774
critical path, delay by kind of cell (launching register included):
| family | cells | cell delay (ps) |
|---|---|---|
| xor+xnor | 1 | 90 |
| flops | 1 | 460 |
| compound gates | 4 | 1140 |
| simple gates | 1 | 160 |
| buf+inv | 3 | 600 |
| fa+ha+maj | 3 | 740 |
| mux | 3 | 1190 |
cell usage after synthesis, types with 3 or more instances:
master and count:
clkbuf_1 9, nor2_1 23, nor2b_1 4, nand3_1 13, a221oi_1 5, nand2_1 32, ha_1 23, inv_1 19
mux2_2 11, a21oi_1 12, mux2i_1 14, and3_1 6, edfxtp_1 64, o21ai_0 8, dfrtp_1 30, xnor2_1 22
nand2b_1 3, nand4_1 9, nor3_1 9, a211oi_1 3, mux4_2 5, xor2_1 8
metrics by stage:
| stage | cells | setup WS (ps) | utilization, % |
|---|---|---|---|
| floorplan | 406 | 1290 | - |
| global placement | 630 | 860 | 33.6 |
| detailed placement | 630 | 806 | 33.6 |
| CTS | 656 | 19.5 | 36.9 |
| global route | 665 | 16.1 | 37.4 |
| finish | 665 | 332 | 37.4 |
layout make-up:
| class | instances | area (µm²) | area share [%] |
|---|---|---|---|
| inverter | 19 | 71.3 | 1.20 |
| sequential | 96 | 2710 | 45.8 |
| clock buffer | 18 | 450 | 7.60 |
| tap | 216 | 270 | 4.56 |
| multi-input combinational | 278 | 2080 | 35.1 |
| timing repair buffer | 30 | 259 | 4.37 |
| clock inverter | 8 | 78.8 | 1.33 |
power breakdown:
group | total [mW] | switching [mW] | internal (mW) | leakage (nW)
Clock | 0.551 | 0.170 | 0.381 | 0.251
Sequential | 0.447 | 0.0198 | 0.427 | 1.03
Combinational | 0.0433 | 0.0202 | 0.0232 | 0.992
metal layers:
metal  global-route usage (%)  vias up  part of all wire (%)
li1                         -     1512                     -
met1                     19.6     1541                    44
met2                     19.1       99                    45
met3                     4.79       17                   7.7
met4                     4.15        0                   2.8
met5                        0        -                     0
state kept, by name, indices dropped and copies added (netlist names):
register and count:
counter_32b.out 27, register_2b_1.out 2, ram_1.memory 64, counter_3b.out 3
cell usage in the layout, fill, tap and decap left out, drive strengths merged, types with 14 or more instances in the layout:
cell / synthesis / routed
nor2: 24 / 24
mux2i: 15 / 15
nand2: 32 / 32
inv: 19 / 21
clkbuf: 9 / 18
ha: 23 / 23
xnor2: 22 / 22
mux2: 14 / 14
buf: 4 / 18
conb: 1 / 24
edfxtp: 64 / 64
dfrtp: 30 / 30
No activity file was given, so power comes from the tool's default toggle rates.
